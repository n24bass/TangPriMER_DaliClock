<file path="/design/flow/run.sh">
#!/bin/bash
# OpenROAD 26Q1-2900-gdf79404cd8, Yosys 0.63+post, stock flow scripts
make -C /OpenROAD-flow-scripts/flow DESIGN_CONFIG=/design/flow/config.mk WORK_HOME=/design/flow/orfs finish
</file>
<file path="/design/flow/design.v">
module lcd_sync
  #(
    parameter IMG_W = 100,   
    parameter IMG_H = 100   
    )
   (
    input wire 	       clk,  
    input wire 	       rest_n,  
    output wire        lcd_clk,  
    output wire        lcd_pwm,  
    output wire        lcd_de,  
    output wire [10:0] xofs,
    output wire [10:0] yofs,
    output wire [15:0] addr
    );
   localparam TFT_H = 800;   
   localparam TFT_V = 480;   
   localparam thb = 256;
   localparam th = TFT_H + thb;  
   localparam tvb = 45;
   localparam tv = TFT_V + tvb;  
   reg [10:0] 	       counter_hs;
   reg [10:0] 	       counter_vs;
   always@ (posedge clk) begin
      if (rest_n == 1'b0) begin
	 counter_hs <= 0;
	 counter_vs <= 0;
      end else begin
	 if (counter_hs == th) begin
	    if (counter_vs == tv)
	      counter_vs <= 0;
	    else
	      counter_vs <= counter_vs + 1;
	    counter_hs <= 0;
	 end
	 else
	   counter_hs <= counter_hs + 1;
      end	
   end
   assign lcd_clk = (rest_n == 1) ? clk : 1'b0;
   assign lcd_pwm = (rest_n == 1) ? 1'b1 : 1'b0;
   assign lcd_de = (counter_hs >= thb && counter_hs <= th && counter_vs >= tvb  && counter_vs < tv) ? 1 : 0;
   assign xofs = (counter_hs >= thb)? counter_hs - thb: 0;
   assign yofs = (counter_vs >= tvb)? counter_vs - tvb: 0;
   reg [15:0] read_addr; 
   assign addr = read_addr;
   always@(posedge clk or negedge rest_n)
     begin
        if (!rest_n)
          read_addr <= 16'd0;
        else if (lcd_de)  
          read_addr <= xofs + yofs * IMG_W;
        else
          read_addr <= 16'd0;  
     end
endmodule
</file>
<file path="/design/flow/constraint.sdc">
current_design lcd_sync

set clk_period 8.5
set clk_io_pct 0.2

create_clock -name clk0 -period $clk_period [get_ports {clk}]

set non_clock_inputs [all_inputs -no_clocks]
set_input_delay [expr $clk_period * $clk_io_pct] -clock clk0 $non_clock_inputs
set_output_delay [expr $clk_period * $clk_io_pct] -clock clk0 [all_outputs]
</file>
<file path="/design/flow/config.mk">
export PLATFORM = sky130hd
export DESIGN_NAME = lcd_sync
export DESIGN_NICKNAME = lcd_sync
export VERILOG_FILES = /design/flow/design.v
export SDC_FILE = /design/flow/constraint.sdc
export NUM_CORES = 4
export LEC_CHECK = 1
export CORE_UTILIZATION = 40
</file>
==> run summary <==
fresh numbers from the pnr run: Startpoint Class clock port, total of warnings raised by yosys 1, die area between 0.008 and 0.009 sq mm, Req. time, crit path roughly 6.8 ns, total negative setup slack 0 ns, Residual DRC 0, Yosys top cell by area ha_1, Buf/Inv on CP 3, critical path type clk -> out, FF-to-FF setup slack 3.38 ns, DP Area 0.00389 sq mm, Cell Type Count about 59, Top area cell types ha_1 (17%), dfxtp_1 (13%), dfrtp_1 (12%), power per cell area between 90 and 100 mW/mm^2, FP Rows 33, antenna violations before repair 0, proportion of layout cells with a drive suffix above 1 0.0753, Pwr Total around 0.37 mW, final hold violations 0, worst slew pin tran between 0.6 and 0.7 ns, cts hold-fix bufs 0, DR WL/cell between 10 and 15 um, post-layout worst setup margin about 1.8 ns, Reg clk slew, reported paths about 0.08 ns, via count ~2700, Worst Setup End Kind output port, Max-Cap Viols 0, Post-synth top cells nor2_1 (61), ha_1 (45), inv_1 (41), Mapped Cells roughly 400, Max-slew headroom 0.568, Worst IR Drop VDD between 60 and 70 uV, HP Class reg -> reg, yosys cell count 393, Final Wtd Congestion 0.879, Avg Cell Area, Syn 8.61 sq um, FP Core Util 0.412, grt total ovfl 0, Layout Area Growth over Synthesis 19.1%, Slowest cell on crit path clkdlybuf4s50_1, status complete, no violations, Yosys top cell area share 0.166, post-route cell area 0.00403 sq mm, DR vias/cell approximately 5.0, chip area in the Yosys report 0.00338 sq mm, most common cell in the netlist nor2_1, leakage power 1.93 nW, clock latency (worst-skew pair) 0.40 ns, Detail Route Antenna Nets 0, Comb area roughly 0.0023 sq mm, CP top delay family buffers and inverters, Critical Path, Cell by Cell clkbuf_8, clkbuf_8, and2_1, clkdlybuf4s50_1, largest net degree at the start of global routing 26, sequential element share of the synthesized area 0.249, tool warnings 33, Synth Register Bits 38, number of global-route vias before repair between 2000 and 3000, final setup fails 0, number of flops mapped to enable cells by yosys 0, core area 0.00822 sq mm, die height ~94 um, final-layout fill cell count 774, Post-CTS Resized 0, Slew Limit Fails 0, drt first pass iters 4, first-pass GRT wire length between 10000 and 15000 um, Post-synth ARST share 0.421, TritonCTS clock tree yes, Reg area roughly 840 sq um, Detailed Place HPWL about 5600 um, critical-path maximum fanout 2, CP max stage delay a little under 0.4 ns, Port-buffer cells 42, Antenna diodes 0, CP arrival 5.01 ns, RSZ-0062 raised after global routing false, Top Ports approximately 43, most common flop cell mapped by yosys dfxtp_1, setup bufs post-CTS 0, Final Skew around 0.017 ns, DRT Wirelength 7050 um, gr usage total 0.179, Die Wd ~94 um, Most Frequent Cell on Critical Path clkbuf_8, pre-CTS WS approximately 2.0 ns, mapped cell area 0.00338 sq mm, DR iter-0 viols about 63
==> cells in the final DEF (no fill, tap or decap), drive strengths merged, types with 2 or more instances in the layout <==
| cell | synthesis | layout |
|---|---|---|
| nor2 | 61 | 61 |
| ha | 45 | 45 |
| clkdlybuf4s50 | 0 | 42 |
| inv | 41 | 41 |
| xnor2 | 27 | 27 |
| dfxtp | 22 | 22 |
| xor2 | 19 | 19 |
| dfrtp | 16 | 16 |
| nand3 | 15 | 15 |
| a21oi | 14 | 14 |
| nor3 | 14 | 14 |
| nand2 | 13 | 13 |
| o21ai | 13 | 13 |
| clkbuf | 4 | 9 |
| and2 | 8 | 8 |
| fa | 6 | 6 |
| and3 | 5 | 5 |
| or2 | 4 | 4 |
| nor2b | 4 | 4 |
| o21a | 4 | 4 |
| buf | 8 | 4 |
| or3 | 4 | 4 |
| o31ai | 4 | 4 |
| o21bai | 3 | 3 |
| nand4b | 3 | 3 |
| nor4 | 3 | 3 |
| a2111oi | 3 | 3 |
| nand2b | 2 | 2 |
| nor3b | 2 | 2 |
| and2b | 2 | 2 |
| o211ai | 2 | 2 |
| a21o | 2 | 2 |
| o22ai | 2 | 2 |
| a221oi | 2 | 2 |
| nand4 | 2 | 2 |
==> metrics by stage <==
stage	hold slack (ns)	utilization	std cells
3_3_place_gp	0.447	0.474	532
3_5_place_dp	0.457	0.474	532
2_1_floorplan	0.430	-	393
4_1_cts	0.476	0.490	543
6_report	0.472	0.490	543
5_1_grt	0.512	0.490	543
==> final timing paths <==
path / cells past startpoint / to / start
min in group asynchronous: 2 / read_addr[15] / rest_n
max reg2reg: 19 / read_addr[14] / counter_vs[0]
max in group asynchronous: 2 / read_addr[4] / rest_n
min reg2reg: 1 / counter_hs[0] / counter_hs[0]
max: 4 / lcd_clk / clk
min: 1 / counter_hs[0] / counter_hs[0]
==> layer usage <==
layer  track usage  wire [um]
met4        0.0308        108
met1         0.248       3440
met5             0          0
met2         0.303       3290
met3        0.0280        213
==> area by class of cell <==
class,instances,area share
Inverter,41,0.0382
Multi-Input combinational cell,302,0.575
Tap cell,105,0.0326
Clock inverter,2,0.00311
Sequential cell,38,0.209
Timing Repair Buffer,45,0.109
Clock buffer,10,0.0332
==> flip-flops by register name, indices dropped and copies added (netlist names) <==
name and flops:
read_addr 16, counter_hs 11, counter_vs 11
==> worst reg2reg max path, cell delays in order, from the launching register on <==
cell and delay, ns:
dfxtp_1 0.47, ha_1 0.25, nand4b_4 0.12, o21ai_2 0.33, nor2_1 0.11, buf_4 0.21
nor2_1 0.35, ha_1 0.31, ha_1 0.28, inv_1 0.05, fa_1 0.49, inv_1 0.04
ha_1 0.33, o21a_1 0.13, a2111oi_0 0.45, nor3_1 0.15, xor2_1 0.30, o211ai_1 0.16
or3_1 0.37, a21oi_1 0.14
==> logic make-up after synthesis <==
family | synth area share
and+or+nand+nor | 0.214
AOI/OAI and AO/OA | 0.135
buffers and inverters | 0.0666
adders and majority gates | 0.205
xor gates and xnor gates | 0.128
DFF | 0.249
muxes | 0.00296
==> power breakdown <==
group / leakage (nW) / switching [mW] / internal, mW
Sequential: 0.401 / 0.00124 / 0.180
Clock: 0.0751 / 0.0760 / 0.100
Combinational: 1.46 / 0.00557 / 0.00287
Total: 1.93 / 0.0828 / 0.283
Power and IR drop assume default switching activity.
